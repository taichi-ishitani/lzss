[flow/design.v]
module lzss_buffer #(
    parameter   pWidth                  = 8,                             
    parameter   pDepth                  = 64,                            
    parameter   pTotalWidth             = pWidth * pDepth                
)(
    input                               clk,                             
    input                               rst_x,                           
    input                               i_clear,                         
    input                               i_shift,                         
    input       [pWidth-1:0]            i_d,                             
    output      [pTotalWidth-1:0]       o_d                              
);
    reg         [pWidth-1:0]            r_d[0:pDepth-2];
    wire        [pWidth-1:0]            w_d[0:pDepth-1];
    genvar                              i;
    generate
        for (i = 0;i < pDepth;i = i + 1) begin : buffer_loop
            assign  o_d[i*pWidth+:pWidth]   = w_d[i];
            if (i == (pDepth - 1)) begin : last
                assign  w_d[i]  = i_d;
            end
            else begin : other
                assign  w_d[i]  = r_d[i];
                always @(posedge clk or negedge rst_x) begin
                    if (!rst_x) begin
                        r_d[i]  <= {pWidth{1'b0}};
                    end
                    else if (i_clear) begin
                        r_d[i]  <= {pWidth{1'b0}};
                    end
                    else if (i_shift) begin
                        r_d[i]  <= w_d[i+1];
                    end
                end
            end
        end
    endgenerate
endmodule
module lzss_dec_decode #(
    parameter   pDataWidth              = 8,                             
    parameter   pCodeWidth              = 9,                             
    parameter   pOffsetWidth            = 6,                             
    parameter   pLengthWidth            = 3                              
)(
    input                               clk,                             
    input                               rst_x,                           
    input                               i_valid,                         
    output                              ow_ready,                        
    input       [pCodeWidth-1:0]        i_code,                          
    input                               i_last,                          
    output                              o_valid,                         
    input                               i_ready,                         
    output                              o_last,                          
    output                              o_flag,                          
    output      [pDataWidth-1:0]        o_data_or_offset,                
    output      [pLengthWidth-1:0]      o_length                         
);
    wire                                w_ready;
    wire                                w_in_ack;
    reg                                 r_valid;
    wire                                w_out_ack;
    wire                                w_flag;
    wire        [pDataWidth-1:0]        w_data;
    wire        [pDataWidth-1:0]        w_offset;
    wire        [pLengthWidth-1:0]      w_length;
    reg                                 r_last;
    reg                                 r_flag;
    reg         [pDataWidth-1:0]        r_data_or_offset;
    reg         [pLengthWidth-1:0]      r_length;
    assign  ow_ready    = w_ready;
    assign  o_valid     = r_valid;
    assign  o_last      = r_last;
    assign  w_ready     = ((~r_valid) | w_out_ack) & (~r_last);
    assign  w_in_ack    = i_valid & w_ready;
    assign  w_out_ack   = r_valid & i_ready;
    always @(posedge clk or negedge rst_x) begin
        if (!rst_x) begin
            r_valid <= 1'b0;
        end
        else if (w_in_ack) begin
            r_valid <= 1'b1;
        end
        else if (w_out_ack) begin
            r_valid <= 1'b0;
        end
    end
    always @(posedge clk or negedge rst_x) begin
        if (!rst_x) begin
            r_last  <= 1'b0;
        end
        else if (w_in_ack) begin
            r_last  <= i_last;
        end
        else if (w_out_ack) begin
            r_last  <= 1'b0;
        end
    end
    assign  o_flag              = r_flag;
    assign  o_data_or_offset    = r_data_or_offset;
    assign  o_length            = r_length;
    assign  w_flag      = i_code[pCodeWidth-1];
    assign  w_length    = {1'b0, i_code[pLengthWidth-2:0]} + {{(pLengthWidth-1){1'b0}}, 1'b1};
    generate
        if (pDataWidth > pOffsetWidth) begin : dw_gt_ow
            assign  w_data      = i_code[pDataWidth-1:0];
            assign  w_offset    = {{(pDataWidth-pOffsetWidth){1'b0}}, i_code[pCodeWidth-2:pLengthWidth-1]};
        end
        else if (pDataWidth == pOffsetWidth) begin : dw_eq_ow
            assign  w_data      = i_code[pDataWidth-1:0];
            assign  w_offset    = i_code[pCodeWidth-2:pLengthWidth-1];
        end
        else begin : dw_lt_ow
            assign  w_data      = {{(pOffsetWidth-pDataWidth){1'b0}}, i_code[pDataWidth-1:0]};
            assign  w_offset    = i_code[pCodeWidth-2:pLengthWidth-1];
        end
    endgenerate
    always @(posedge clk or negedge rst_x) begin
        if (!rst_x) begin
            r_flag              <= 1'b0;
            r_data_or_offset    <= {pDataWidth{1'b0}};
            r_length            <= {pLengthWidth{1'b0}};
        end
        else if (r_last && w_out_ack) begin
            r_flag              <= 1'b0;
            r_data_or_offset    <= {pDataWidth{1'b0}};
            r_length            <= {pLengthWidth{1'b0}};
        end
        else if (w_in_ack) begin
            if (w_flag) begin
                r_flag              <= 1'b1;
                r_data_or_offset    <= w_offset;
                r_length            <= w_length;
            end
            else begin
                r_flag              <= 1'b0;
                r_data_or_offset    <= w_data;
                r_length            <= {pLengthWidth{1'b0}};
            end
        end
    end
endmodule
module lzss_dec_top #(
    parameter   pDataWidth              = 8,                             
    parameter   pReferenceSize          = 64,                            
    parameter   pCodingSize             = 5,                             
    parameter   pCodeWidth              = get_code_width(                
                                            pDataWidth,
                                            pReferenceSize,
                                            pCodingSize
                                          )
)(
    input                               clk,                             
    input                               rst_x,                           
    input                               i_valid,                         
    output                              ow_ready,                        
    input       [pCodeWidth-1:0]        i_code,                          
    input                               i_last,                          
    output                              o_valid,                         
    input                               i_ready,                         
    output      [pDataWidth-1:0]        o_data,                          
    output                              o_last                           
);
function integer log2 (
    input   integer n
);
    integer val;
    for (val = 0;n > 0;val = val + 1) begin
        n       = n / 2;
        log2    = val;
    end
endfunction
function integer get_code_width (
    input   integer data_width,
    input   integer reference_size,
    input   integer coding_size
);
    if (data_width <= (log2(reference_size) + log2(coding_size - 1))) begin
        get_code_width  = 1
                        + log2(reference_size )
                        + log2(coding_size - 1);
    end
    else begin
        get_code_width  = 0;
    end
endfunction
    localparam  lpOffsetWidth           = log2(pReferenceSize);
    localparam  lpLengthWidth           = log2(pCodingSize) + 1;
    localparam  lpDataBufferSize        = pDataWidth * pReferenceSize;
    localparam  lpSelSize               = pReferenceSize + 1;
    wire                                w_valid;
    wire                                w_ready;
    reg                                 r_valid;
    wire                                w_out_ack;
    wire                                w_no_data;
    wire                                w_last;
    wire                                w_flag;
    wire                                w_matched;
    wire                                w_unmatched;
    wire        [pDataWidth-1:0]        w_data_or_offset;
    wire        [lpLengthWidth-1:0]     w_length;
    wire                                w_shift;
    wire                                w_new_code;
    wire                                w_last_data_done;
    reg         [lpLengthWidth-1:0]     r_shift_count;
    wire                                w_shift_count_ne_0;
    wire                                w_shift_count_eq_0;
    wire                                w_shift_count_eq_1;
    wire        [lpDataBufferSize-1:0]  w_data_buffer;
    reg         [pDataWidth-1:0]        r_data;
    reg                                 r_last;
    wire        [pDataWidth-1:0]        w_data;
    wire        [pDataWidth-1:0]        w_sel_data[0:lpSelSize-1];
    wire        [lpSelSize-1:0]         w_sel;
    genvar                              i;
    genvar                              j;
    lzss_dec_decode #(
        .pDataWidth     (pDataWidth     ),
        .pCodeWidth     (pCodeWidth     ),
        .pOffsetWidth   (lpOffsetWidth  ),
        .pLengthWidth   (lpLengthWidth  )
    ) u_c_decode (
        .clk                (clk                ),
        .rst_x              (rst_x              ),
        .i_valid            (i_valid            ),
        .ow_ready           (ow_ready           ),
        .i_code             (i_code             ),
        .i_last             (i_last             ),
        .o_valid            (w_valid            ),
        .i_ready            (w_ready            ),
        .o_last             (w_last             ),
        .o_flag             (w_flag             ),
        .o_data_or_offset   (w_data_or_offset   ),
        .o_length           (w_length           )
    );
    assign  w_matched   =  w_flag;
    assign  w_unmatched = ~w_flag;
    assign  o_valid = r_valid;
    assign  w_ready     = ((w_out_ack & (w_shift_count_eq_1 | w_unmatched)) | (w_unmatched & w_no_data)) & (~r_last);
    assign  w_out_ack   = r_valid & i_ready;
    assign  w_no_data   = ~r_valid;
    always @(posedge clk or negedge rst_x) begin
        if (!rst_x) begin
            r_valid <= 1'b0;
        end
        else if (w_new_code) begin
            r_valid <= 1'b1;
        end
        else if (w_out_ack && w_shift_count_eq_0) begin
            r_valid <= 1'b0;
        end
    end
    assign  w_new_code          = (w_no_data | (w_shift_count_eq_0 & w_out_ack)) & w_valid;
    assign  w_shift             = w_new_code | (w_out_ack & w_shift_count_ne_0);
    assign  w_last_data_done    = w_out_ack & r_last;
    assign  w_shift_count_ne_0  = |r_shift_count;
    assign  w_shift_count_eq_0  = ~w_shift_count_ne_0;
    assign  w_shift_count_eq_1  = (~|r_shift_count[lpLengthWidth-1:1]) & r_shift_count[0];
    always @(posedge clk or negedge rst_x) begin
        if (!rst_x) begin
            r_shift_count   <= {lpLengthWidth{1'b0}};
        end
        else if (w_new_code) begin
            r_shift_count   <= w_length;
        end
        else if (w_out_ack && w_shift_count_ne_0) begin
            r_shift_count   <= r_shift_count + {lpLengthWidth{1'b1}};
        end
    end
    lzss_buffer #(
        .pWidth (pDataWidth     ),
        .pDepth (pReferenceSize )
    ) u_data_buffer (
        .clk        (clk                ),
        .rst_x      (rst_x              ),
        .i_clear    (w_last_data_done   ),
        .i_shift    (w_shift            ),
        .i_d        (r_data             ),
        .o_d        (w_data_buffer      )
    );
    assign  o_data  = r_data;
    assign  o_last  = r_last;
    always @(posedge clk or negedge rst_x) begin
        if (!rst_x) begin
            r_data  <= {pDataWidth{1'b0}};
        end
        else if (w_last_data_done) begin
            r_data  <= {pDataWidth{1'b0}};
        end
        else if (w_shift) begin
            r_data  <= w_data;
        end
    end
    always @(posedge clk or negedge rst_x) begin
        if (!rst_x) begin
            r_last  <= 1'b0;
        end
        else if (w_last_data_done) begin
            r_last  <= 1'b0;
        end
        else if (w_shift && w_last) begin
            if (w_unmatched || w_shift_count_eq_1) begin
                r_last  <= 1'b1;
            end
        end
    end
    generate
        for (i = 0;i < lpSelSize;i = i + 1) begin : data_sel_loop
            if (i < (lpSelSize - 1)) begin : matched
                assign  w_sel[i]        = ((w_data_or_offset[lpOffsetWidth-1:0] == i[lpOffsetWidth-1:0]) && w_matched) ? 1'b1 : 1'b0;
                assign  w_sel_data[i]   = w_data_buffer[i*pDataWidth+:pDataWidth];
            end
            else begin : unmatced
                assign  w_sel[i]        = w_unmatched;
                assign  w_sel_data[i]   = w_data_or_offset[pDataWidth-1:0];
            end
        end
        for (i = 0;i < pDataWidth;i = i + 1) begin : data_loop1
            wire    [lpSelSize-1:0] w_data_temp;
            assign  w_data[i]   = |(w_sel & w_data_temp);
            for (j = 0;j < lpSelSize;j = j + 1) begin : data_loop2
                assign  w_data_temp[j]  = w_sel_data[j][i];
            end
        end
    endgenerate
endmodule
[flow/run.sh]
#!/bin/bash
# OpenROAD 26Q1-2900-gdf79404cd8, Yosys 0.63+post, stock flow scripts
make -C /OpenROAD-flow-scripts/flow DESIGN_CONFIG=/design/flow/config.mk WORK_HOME=/design/flow/orfs finish
[flow/config.mk]
export PLATFORM = sky130hd
export DESIGN_NAME = lzss_dec_top
export DESIGN_NICKNAME = lzss_dec_top
export VERILOG_FILES = /design/flow/design.v
export SDC_FILE = /design/flow/constraint.sdc
export NUM_CORES = 4
export LEC_CHECK = 1
export CORE_UTILIZATION = 40
[flow/constraint.sdc]
current_design lzss_dec_top

set clk_period 17.3
set clk_io_pct 0.2

create_clock -name clk0 -period $clk_period [get_ports {clk}]

set non_clock_inputs [all_inputs -no_clocks]
set_input_delay [expr $clk_period * $clk_io_pct] -clock clk0 $non_clock_inputs
set_output_delay [expr $clk_period * $clk_io_pct] -clock clk0 [all_outputs]
==> impl_metrics.json <==
{
  "post-layout-total-power_uw": 3742,
  "worst-endpoint-required_ps": 13840,
  "num_vias": 16900,
  "antenna_found_initial": 0,
  "via_per_instance_ratio": 6.603,
  "postSynthCellCount": 1836,
  "peakVddDrop_mv": 0.2633,
  "worstSkewPairLatency_ps": 610,
  "timing.final.setup_violations": 0,
  "cts_buffer_depth": 3,
  "synth-main-ff-cell": "sky130_fd_sc_hd__dfrtp_1",
  "tritoncts.num_buffers": 54,
  "die_h_um": 241.1,
  "port_buf_inserts": 24,
  "layout.filler_cells": 5049,
  "synth_flops": 531,
  "max_slew_margin_pct": 32.28,
  "synth.comb.largest_family": "AND-OR/OR-AND gates",
  "hold_viol_final": 0,
  "worstPathMaxFanout": 5,
  "grt_busiest_layer": "met1",
  "detail_route.wl_per_cell_um": 26.12,
  "power_leakage_uw": 0.01126,
  "basic_gates_by_area_pct": 6.414,
  "synthDominantCellAreaShare_pct": 58.12,
  "chip_area_mm2": 0.05812,
  "number_of_drc_markers_after_the_initial_detailed_route_iteration": 1766,
  "tool_warnings": 32,
  "power.net_switching_uw": 1486,
  "share_of_the_core_filled_by_cells_before_placement_pct": 40.55,
  "core_region_area_mm2": 0.05639,
  "final-comb-area_mm2": 0.008612,
  "status": "completed",
  "post_cts_hold_buffer_count": 0,
  "setup-tns-final_ps": 0,
  "clock_share_of_power_pct": 31.4,
  "routed_antenna_nets": 0,
  "drive_gt1_share_pct": 9.645,
  "htree_levels": 2,
  "routabilityCongestion": 0.8720,
  "worst_pin_slew_ps": 1012,
  "globalRouteTotalUtil_pct": 24.35,
  "post-synth-top-count-cell": "sky130_fd_sc_hd__a22o_1",
  "cts_tree": "done",
  "worst_ep_arrival_time_ps": 5150,
  "yosys.area_share.aoi_pct": 29.75,
  "post-dp-hpwl_um": 37080,
  "synth.cell_area_mm2": 0.02286,
  "grt_overflow": 0,
  "met1_usage_pct": 37.73,
  "worst_setup_path_start_kind": "primary input",
  "yosys.stat.chipArea_mm2": 0.02286,
  "setup.worst_path.end_class": "primary output",
  "yosys-top-cells-area": "sky130_fd_sc_hd__dfrtp_1 (58%), sky130_fd_sc_hd__a22o_1 (21%), sky130_fd_sc_hd__a22oi_1 (3.2%)",
  "cts_resized": 0,
  "grt_setup_unrepaired": "no",
  "synth-xor-area-share_pct": 0.07662,
  "post_synthesis_cell_count_from_yosys": 1836,
  "postRouteWirelength_um": 66860,
  "seq_area_mm2": 0.01329,
  "final.period_utilization_pct": 49.75,
  "fraction_of_power_consumed_by_combinational_cells_pct": 30.4,
  "post_synth_fa_ha_maj_area_fraction_pct": 0.1642,
  "ffs_w_async_s_r_synth_pct": 100.0,
  "drv_cap": 0,
  "powerDensity_mw_per_mm2": 147.7,
  "yosysTopAreaCell": "sky130_fd_sc_hd__dfrtp_1",
  "via_count_of_the_first_global_routing_pass": 16660,
  "met3_usage_pct": 8.860,
  "pin_count": 25,
  "grt_max_degree": 168,
  "synth.avg_cell_area_um2": 12.45,
  "core.rowCount": 87,
  "timing.setup.critical_path_class": "in2out",
  "switching_share_pct": 39.70,
  "seq_pwr_share_pct": 38.2,
  "first_pass_iters": 5,
  "yosys.cell_types.count": 74,
  "ys.warnings.count": 4,
  "report.final.slew_viol_count": 0,
  "post_cts_buffers": 0,
  "period_needed_ps": 8606,
  "clk_root_buffer_cell": "sky130_fd_sc_hd__clkbuf_16",
  "achievable-frequency_mhz": 116.2,
  "grt_first_pass_wirelength_um": 103000,
  "clock_skew_ps": 14.71,
  "syn_to_final_growth_pct": 10.85,
  "p_int_uw": 2256,
  "cts.clk_slew.worst_paths_ps": 60,
  "drc_errors": 0,
  "antenna_cells": 0,
  "synth-seq-area-share_pct": 58.12,
  "grt_use_met2_pct": 33.58,
  "synth-edff-count": 0,
  "post_synth_mux_area_share_pct": 0.8866,
  "worst_hold_path_type": "reg2reg",
  "cts.sinks": 531,
  "floorplan.die.width_um": 241.1,
  "synth.top_cells.by_count": "sky130_fd_sc_hd__a22o_1 (547), sky130_fd_sc_hd__dfrtp_1 (531), sky130_fd_sc_hd__clkbuf_1 (120)",
  "whs_ps": 502.2
}
[cell usage in the layout, fill, tap and decap left out, types with 15 or more instances in the layout]
cell type                         synthesis  final
sky130_fd_sc_hd__a31oi_1                 24     24
sky130_fd_sc_hd__buf_4                   15     50
sky130_fd_sc_hd__dfrtp_1                531    531
sky130_fd_sc_hd__a22o_1                 547    547
sky130_fd_sc_hd__nand4_1                 23     23
sky130_fd_sc_hd__a22oi_1                 97     97
sky130_fd_sc_hd__clkbuf_16                0     57
sky130_fd_sc_hd__a221oi_1                24     24
sky130_fd_sc_hd__nand3_1                106    106
sky130_fd_sc_hd__a21oi_1                 35     34
sky130_fd_sc_hd__a222oi_1                19     19
sky130_fd_sc_hd__clkbuf_8                 0     15
sky130_fd_sc_hd__clkdlybuf4s50_1          0     23
sky130_fd_sc_hd__nand2_1                 42     42
sky130_fd_sc_hd__nor2_1                  17     17
[per-layer routing]
| layer | vias to the layer above | wire (µm) |
|---|---|---|
| li1 | 7198 | - |
| met1 | 8776 | 28600 |
| met2 | 780 | 29150 |
| met3 | 148 | 6945 |
| met4 | 2 | 2049 |
| met5 | - | 124 |
[cell families (layout without fill, tap and decap cells)]
logic type | count (synthesis) | in the layout
simple gates | 250 | 250
flops | 531 | 531
compound gates | 815 | 815
mux | 19 | 19
buf+inv | 216 | 184
xor+xnor | 2 | 2
fa+ha+maj | 3 | 3
[power by group through the flow]
stage	Clock [µW]	Combinational [µW]	Sequential, µW
after CTS	1190	1120	1430
after global routing	1240	1210	1440
final	1170	1140	1430
[per-stage QoR]
step	worst slack, ps	instances	utilization (%)	area (µm²)
global placement	8665	2461	41.78	23560
CTS	8678	2560	44.95	25340
global route	8539	2560	44.95	25340
detailed placement	8685	2461	41.78	23560
finish	8694	2560	44.95	25340
floorplan	9809	1836	-	22860
[final timing paths]
kind,startpoint,to,slack (ps),cells past startpoint
worst min-delay path,u_data_buffer.r_d[0][2],u_data_buffer.r_d[0][2],500,1
worst max register to register,r_shift_count[0],r_data[2],13650,12
min in group asynchronous,rst_x,r_data[3],2820,1
worst min register to register,u_data_buffer.r_d[0][2],u_data_buffer.r_d[0][2],500,1
worst max-delay path,i_ready,ow_ready,8690,6
max in group asynchronous,rst_x,u_data_buffer.r_d[10][0],11670,5
[layout make-up]
class	instances	share of cell area, %
clock buffers	85	6.635
well taps	756	3.732
flip-flops and latches	531	52.43
multi-input cells	1089	33.98
repair buffers	77	2.686
clock inverters	14	0.4147
inverters	8	0.1185
[worst max-delay path, stage by stage]
cell,delay (ps)
sky130_fd_sc_hd__clkdlybuf4s50_1,540
sky130_fd_sc_hd__nand2_1,100
sky130_fd_sc_hd__a221oi_2,240
sky130_fd_sc_hd__nand2b_1,170
sky130_fd_sc_hd__and2b_2,170
sky130_fd_sc_hd__clkdlybuf4s50_1,450
[sequential cells by signal, summed over array words and instances (netlist names)]
register,count
u_c_decode.r_last,1
u_data_buffer.r_d,504
u_c_decode.r_data_or_offset,8
r_valid,1
r_data,8
u_c_decode.r_flag,1
r_last,1
u_c_decode.r_length,3
r_shift_count,3
u_c_decode.r_valid,1
